File: design/flow/config.mk
export PLATFORM = sky130hd
export DESIGN_NAME = mem_emulator
export DESIGN_NICKNAME = mem_emulator
export VERILOG_FILES = /design/flow/design.v
export SDC_FILE = /design/flow/constraint.sdc
export NUM_CORES = 4
export LEC_CHECK = 1
export CORE_UTILIZATION = 50
export SYNTH_MEMORY_MAX_BITS = 65536
File: design/flow/constraint.sdc
current_design mem_emulator

set clk_period 71.0
set clk_io_pct 0.2

create_clock -name clk0 -period $clk_period [get_ports {clk_i}]

set non_clock_inputs [all_inputs -no_clocks]
set_input_delay [expr $clk_period * $clk_io_pct] -clock clk0 $non_clock_inputs
set_output_delay [expr $clk_period * $clk_io_pct] -clock clk0 [all_outputs]
File: design/flow/design.v
package pseudo_rand_num_gen_pkg;
typedef enum logic[1:0] {
    IDLE    = 2'b00,
    RUN     = 2'b01,
    DONE    = 2'b10
} st_prng_state;
endpackage
package matrix_mult_pkg;
localparam WIDTH    = 8;
localparam ROW      = 4;
localparam COL      = 4;
localparam W_SIZE   = 512;
localparam I_SIZE   = 512;
localparam O_SIZE   = 512;
localparam MAX_ROW  = 16;
localparam MAX_COL  = 16;
localparam EXTRA_BITS = 4;
localparam INPUT_DATA_WIDTH = WIDTH * ROW;
localparam WEIGHT_DATA_WIDTH = WIDTH * COL;
localparam DRIVER_WIDTH  = WIDTH * ( ROW + COL );
typedef struct packed{
    logic [$clog2(MAX_ROW)-1:0]  w_rows;             
    logic [$clog2(MAX_COL)-1:0]  w_cols;             
    logic [$clog2(I_SIZE)-1:0]   i_rows;             
    logic [$clog2(W_SIZE)-1:0]   w_offset;           
    logic [$clog2(I_SIZE)-1:0]   i_offset;           
    logic [$clog2(O_SIZE)-1:0]   psum_offset;        
    logic [$clog2(O_SIZE)-1:0]   o_offset_w;         
    logic                        accum_en;           
    logic [EXTRA_BITS-1:0]       extra_config;       
} data_config_struct;
typedef struct packed{
    logic [2:0]                  bypass;             
    logic [1:0]                  mode;               
    logic                        driver_valid;       
    logic [DRIVER_WIDTH-1:0]     driver_stop_code;   
} test_config_struct;
typedef struct packed{
    logic                        ext_weight_en;      
    logic [ROW-1:0][WIDTH-1:0]   ext_input;          
    logic                        ext_valid;          
    logic [COL-1:0][WIDTH-1:0]   ext_weight;         
    logic [COL-1:0][WIDTH-1:0]   ext_psum;           
} external_inputs_struct;
typedef enum logic[2:0] {
    IDLE            = 3'b000,  
    LOAD            = 3'b001,  
    IN_ONLY         = 3'b011,  
    IN_OUT          = 3'b010,  
    OUT_ONLY        = 3'b110,  
    DONE            = 3'b111,  
    STATEX          = 3'bxxx
} state_struct;
endpackage
import matrix_mult_pkg::*;
module mem_emulator #(parameter WIDTH=32, SIZE=256) (
	input  logic                    clk_i,
	input  logic                    cenb_i,	 
	input  logic                    wenb_i,	 
	input  logic [$clog2(SIZE)-1:0] addr_i,	 
	input  logic [WIDTH-1:0]        d_i,	 
	output logic [WIDTH-1:0]        q_o		 
);
	logic [WIDTH-1:0] data [SIZE-1:0];
	always @(posedge clk_i) begin
		if (~cenb_i) begin
			if (wenb_i) begin  
				q_o <= data[addr_i];			
			end else begin	 
				data[addr_i] <= d_i;			
			end
		end
	end
endmodule  
File: design/flow/run.sh
#!/bin/bash
# OpenROAD 26Q1-2900-gdf79404cd8, Yosys 0.63+post, stock flow scripts
make -C /OpenROAD-flow-scripts/flow DESIGN_CONFIG=/design/flow/config.mk WORK_HOME=/design/flow/orfs finish
==> results.txt <==
impl run done, here's what came out: outcome=finished, violations left, violated checks=capacitance limit, slew limit, sequential area share after synthesis=between 70% and 80%, core area=roughly 620,000 sq um, Avg Cell Area, Syn=approximately 24 sq um, Crit. path cell count=15, dpl hpwl=~520,000 um, CP Class=in2reg, worst hold-check path type=reg2reg, CTS tree=yes, I/O pins=between 70 and 80, Chip Area, Yosys=just over 300,000 sq um, Max VDD drop=about 24 uV, postcts setup bufs=0, Relative slew margins=-1.69%, Mapped Area=around 300,000 sq um, Die Y=788 um, clk sink count=between 8,000 and 9,000, vias after detailed routing=~150k, hold depth=5, Hold Buf Count CTS=0, slowest stage delay, CP=0.71 ns, post-synthesis cell type count=20, Worst Skew=0.0530 ns, Max Slew Vio Count=2, chip area=just over 600,000 sq um, CTS clk-pin slew, worst paths=0.06 ns, CTS Root Cell=clkbuf_16, setup violators final=0, DRC Markers=0, Synth flops=~8,000, tool warnings=41, WL/cell=38.9 um, layout cells sized above 1=a little under a third, area share, top type=around four fifths, CP max-delay cell=buf_4, Cell Pwr Density=approximately 28 nW/um^2, peak fanout along the critical path=71, Total GRT Usage=between 30% and 40%, grt total ovfl=0, final worst slack=~50 ns, fillers=approximately 42,000, cells in synth_stat.txt=13,100, gpl congestion=about 0.9, type of origin of the critical path=input pin, post-route design area=between 300,000 and 400,000 sq um, final setup TNS=0 ns, Critical Path Start=addr_i[0], FP Core Util=about half, Layout Area Growth over Synthesis=14.0%, initial antenna violation count=between 60 and 70, DR iter-0 viols=9,878, drt first pass iters=5, first-pass GRT wire length=approximately 1,200,000 um, final period utilization=~29%, post-CTS sizing=0, I/O Buffers=between 70 and 80, Worst Path Buf+Inv=10, Final Hold Fails=0, die width=between 700 and 800 um, Final ANT Viol Nets=0, H-tree depth=6, row cnt=288, Top area cell types=edfxtp_1, mux4_2, a22oi_1, dpl cell area=327,000 sq um, Syn Inst Count=around 13,000, leakage=approximately 110 nW, Top cells excl fill/tap=edfxtp_1, mux4_2, a22oi_1, buf_4, clkbuf_16, Critical Path AT=about 22 ns, CP delay by family, top=buffers and inverters, crit path DRT=between 70 and 80 ns, CP Cell Sequence=buf_16 > buf_4 > buf_4 > buf_4 > buf_4 > buf_4 > buf_4 > buf_4 > buf_4 > mux4_2 > a22oi_1 > a21oi_1 > buf_4 > o41ai_2 > nand4_1, Crit. End Element=register, Max Clock Freq=a little under 0.05 GHz, Clock Latency Late Sink=between 1 and 1.5 ns, worst hold start=data[19][4]$_DFFE_PP_, largest net degree at the start of global routing=between 100 and 150, RSZ-0062 raised after global routing=no, clock tree buffer depth=4, actual slew at the worst max-slew pin=approximately 1.5 ns, CP dominant cell by count=buf_4, area leader, netlist=edfxtp_1, YS warnings=1, Worst R2R Start=data[59][5]$_DFFE_PP_, vias in the first global route=roughly 170k, Setup Slack @ Placement=between 40 and 50 ns, minimum clock period=around 21 ns, Max-cap violations=1, drt via density=6.42, Commonest Layout Cell=edfxtp_1, Inserted Clock Buffers=~800, r2r worst-path depth=5, DRT Wirelength=894,000 um
-- cell usage after synthesis, drive strengths merged --
library cell  count
a21oi           512
a22oi          1024
and2              3
and4bb            1
buf             303
clkbuf          485
edfxtp         8224
mux4           2048
nand2            33
nand2b            2
nand4            32
nor2            259
nor2b             7
nor4              1
nor4b             2
o41ai           128
or2               1
-- through the flow --
stage	total power, W	std cells	utilization [%]	hold slack (ns)
floorplan	0.00567	13100	-	0.896
global placement	0.00592	21300	53.1	1.02
detailed placement	0.00593	21400	53.1	1.03
CTS	0.00998	22800	57.2	1.05
global route	0.0102	22900	57.2	1.11
finish	0.00993	22900	57.3	1.05
-- layer usage --
layer	track usage [%]	vias to the layer above	wire, um
li1	-	59000	-
met3	33.0	1812	205000
met4	12.9	93	49500
met2	44.3	12800	405000
met5	4.67	-	4080
met1	34.3	73500	230000
-- power by group --
part | switching, W | leakage (nW) | internal [W]
Clock | 0.00178 | 12.4 | 0.00233
Sequential | 0.00000566 | 73.9 | 0.00535
Combinational | 0.000319 | 21.8 | 0.000154
-- worst paths after layout --
check                           end  slack (ns)
setup / recovery  q_o[19]$_DFFE_PP_       50.31
hold / removal     q_o[4]$_DFFE_PP_        1.05
setup reg to reg   q_o[5]$_DFFE_PP_       67.50
hold reg to reg    q_o[4]$_DFFE_PP_        1.05
-- final cells by class --
cell class	count	area (sq um)	share of cell area (%)
Antenna cell	114	285	0.0809
Clock buffer	998	21100	5.98
Clock inverter	474	4190	1.19
Multi-Input combinational cell	4053	62100	17.6
Tap cell	8120	10200	2.88
Timing Repair Buffer	959	7760	2.20
Sequential cell	8224	247000	70.1
-- cells by family after synthesis --
kind of cell	share of synthesized area, %
compound gates	3.68
flops	79.9
mux	14.9
simple gates	0.457
buf+inv	1.10
-- state kept, by name (all words and copies together) (netlist names) --
name	count
q_o	32
data	8192
-- worst min-delay path: cells and delay by family (launching register included) --
family	cells	cell delay, ns
compound gates	3	0.33
flops	1	0.31
mux	1	0.22
simple gates	1	0.08
No activity file was given, so power comes from the tool's default toggle rates.
